`flow/design.v`:
```
module line_follower(
input clk,
input [11:0] l, r, c,
output reg [1:0] m1, m2
);
reg [2:0] node_count = 3'b0;
reg [6:0] counter = 6'b0;
reg [6:0] counter1 = 6'b0;
reg [7:0] DC = 8'b0;
reg S, S1;
always @ (posedge clk)					
begin
	if(counter < 6'd50 )
	begin
		if(counter >= (100)/2)
		begin
			counter = counter + 1'b1;
			S = 0;
		end
		else
		begin
			counter = counter + 1'b1;
			S = 1;
		end
	end	
	else 
	begin
		counter = 1'b1;
		S = 1;
	end
end
always @ (posedge clk)
begin
	if (l>12'd3000 && r>12'd3000 && c>12'd3000)
	begin
		node_count <= node_count + 1'b1;
		if(node_count == 3'd2 || node_count == 3'd5)
		begin
			m2[1] <= (S==1)?0:1;
			m2[0] <= (S==1)?1:0;
			m1[1] <= (S==1)?1:0;
			m1[0] <= (S==1)?0:1;
		end
	end
	else if(l>12'd3000 || (l>12'd3000 && c>12'd3000))
		begin
			m1[1] <= 0; 
			m1[0] <= 0; 
			m2[1] <= (S==1)?1:0;
			m2[0] <= (S==1)?0:1;
		end
	else if(r>12'd3000 || (r>12'd3000 && c>12'd3000))
		begin
			m2[1] <= 0; 
			m2[0] <= 0; 
			m1[1] <= (S==1)?1:0;
			m1[0] <= (S==1)?0:1;
		end
	else
		begin
			m1[1] <= (S==1)?1:0;
			m1[0] <= (S==1)?0:1;
			m2[1] <= (S==1)?1:0;
			m2[0] <= (S==1)?0:1;
		end
end
endmodule
```
`flow/run.sh`:
```
#!/bin/bash
# OpenROAD 26Q1-2900-gdf79404cd8, Yosys 0.63+post, stock flow scripts
make -C /OpenROAD-flow-scripts/flow DESIGN_CONFIG=/design/flow/config.mk WORK_HOME=/design/flow/orfs finish
```
`flow/config.mk`:
```
export PLATFORM = sky130hd
export DESIGN_NAME = line_follower
export DESIGN_NICKNAME = line_follower
export VERILOG_FILES = /design/flow/design.v
export SDC_FILE = /design/flow/constraint.sdc
export NUM_CORES = 4
export LEC_CHECK = 1
export CORE_AREA = 10 10 80 80
export DIE_AREA = 0 0 90 90
```
`flow/constraint.sdc`:
```
current_design line_follower

set clk_period 3.2
set clk_io_pct 0.2

create_clock -name clk0 -period $clk_period [get_ports {clk}]

set non_clock_inputs [all_inputs -no_clocks]
set_input_delay [expr $clk_period * $clk_io_pct] -clock clk0 $non_clock_inputs
set_output_delay [expr $clk_period * $clk_io_pct] -clock clk0 [all_outputs]
```
==> impl_metrics.tcl <==
# yosys + openroad results
set metrics [dict create \
    crit_arrival_ns 2.25 \
    ios 41 \
    yosys.area.top_type "edfxtp_1" \
    io_buffers 40 \
    cts.clk_slew.worst_paths_ns 0.05 \
    crit_buf_inv 1 \
    grt_pass1_wl_mm 3.498 \
    dp_cells 178 \
    diodes 0 \
    ff_type "dfxtp_1" \
    dr.pass1.iters 3 \
    yosysTopAreaCellShare_pct 25.97 \
    yosys_register_bits 15 \
    skew_ns 0.001347 \
    initCoreUtil_pct 17.14 \
    track_usage_pct 5.042 \
    cts.path.max_buffers 2 \
    htreeDepth 1 \
    synth-edff-count 7 \
    drv_slew 0 \
    routed_wl_mm 1.930 \
    ys_cells 71 \
    cts_tree "done" \
    p_seq_share_pct 48.4 \
    dieArea_um2 8100 \
    final_cell_mix "clkdlybuf4s50_1 (40), dfxtp_1 (8), edfxtp_1 (7)" \
    p_per_area_nw_per_um2 329.1 \
    worstPathCellList "clkdlybuf4s50_1 -> nand4_2 -> o31a_1 -> nor4_4 -> nand2_1" \
    root_buffer "clkbuf_8" \
    fp.coreArea_um2 4723 \
    wl_per_cell_um 10.60 \
    area_growth_pct 65.38 \
    cts_resized 0 \
    fp.dieH_um 90 \
    clkLatencyLatePin_ns 0.24 \
    timing.final.ws_setup_ns 0.9119 \
    routed_via_density 3.692 \
    fin_cells 182 \
    crit_path_max_incr_delay_ns 0.47 \
    maxCapViolCount 0 \
    p_switching_mw 0.08768 \
    fillers 474 \
    cts.sink_count 15 \
    num_vias 672 \
    worstPathMaxFanout 6 \
    regArea_um2 370.4 \
    antenna_found_initial 0 \
    grt_pass1_vias 716 \
    ant_nets 0 \
    fin_tns_setup_ns 0 \
    dp_slack_ns 0.6849 \
    total_leakage_power_nw 0.4878 \
    combinationalPowerShare_pct 18.6 \
    cts_hold_buf 0 \
    synth.avg_cell_area_um2 11.40 \
    switching_share_pct 19.90 \
    drtIter0Drc 44 \
    max_freq_mhz 437.0 \
    rsz0062_at_grt "false" \
    status "complete, no violations" \
    power.clock.fraction_pct 33.0 \
    drc 0 \
    cellInternalPower_mw 0.3530 \
    synthCells 71 \
    cts_buffers 3 \
    worstSetupPathType "primary input to register" \
    start_kind "primary input" \
    yosysSeqAreaShare_pct 45.75 \
    dp_hpwl_mm 1.676 \
    post-route-min-period_ns 2.288 \
    grt_max_degree 9 \
    postCtsSetupBuffers 0 \
    finalCritPeriodShare_pct 71.50 \
    syn-cell-area_um2 809.5 \
    critPathRequiredTime_ns 3.16 \
    final_common_cell "clkdlybuf4s50_1" \
    logic_area_um2 424.2 \
    synthArstFlopShare_pct 0 \
    grt.overflow.total 0 \
    drive_above_1_share_pct 10.43 \
    rows 25 \
    vdd_drop_max_mv 0.3403 \
    crit_slowest_cell "clkdlybuf4s50_1" \
    hold_viol 0 \
    yosysWarnings 1 \
    netlist_top_cells_area "edfxtp_1 (26%), dfxtp_1 (20%), ha_1 (7.7%)" \
    die_w_um 90 \
    critical-path-top-delay-family "simple AND/OR/NAND/NOR gates" \
    end_kind "register" \
    log.warning_count 28 \
    synth_cell_types 34 \
    ys_area_um2 809.5 \
    hold_path_class "register to register" \
    globalplace.congestion 0.7609 \
    setup_viol 0 \
]
[power by group through the flow]
stage / Sequential [mW] / Clock, mW / Combinational (mW)
final: 0.213 / 0.145 / 0.0820
after global routing: 0.215 / 0.162 / 0.0906
after CTS: 0.213 / 0.150 / 0.0825
[stage by stage]
step | instance area [µm²] | total power [mW] | util, % | hold WS [ns]
after CTS | 1339 | 0.4460 | 28.34 | 0.4382
after global placement | 1294 | 0.2973 | 27.39 | 0.4221
after global routing | 1339 | 0.4668 | 28.34 | 0.4681
final | 1339 | 0.4406 | 28.34 | 0.4360
after floorplan | 809.5 | 0.2430 | - | 0.3968
after detailed placement | 1294 | 0.2994 | 27.39 | 0.4226
[metal layers]
metal  track usage [%]  vias up  share of wire, %
met5                 0        -                 0
met4            0.2653        0              0.62
met3             1.341        2               3.8
met2             8.111       20                48
met1             6.970      300                48
li1                  -      350                 -
[cell usage after synthesis, drive strengths merged (2+ instances only)]
cell type  instances
nand2              3
nor2b              2
mux2               2
inv                4
nor2               7
a31o               3
dfxtp              8
nor3               2
nand3              2
edfxtp             7
xor2               2
ha                 5
nand4              2
xnor2              2
nand4b             2
a31oi              2
nor4               3
[worst paths after layout]
path | depth (start not counted) | from | slack [ns] | end
setup / recovery | 5 | l[7] | 0.91 | m1[1]$_DFFE_PP_
hold / removal | 1 | counter[5]$_SDFF_PN0_ | 0.44 | S$_SDFF_PN1_
setup reg to reg | 3 | node_count[0]$_DFFE_PP_ | 1.98 | m1[1]$_DFFE_PP_
hold reg to reg | 1 | counter[5]$_SDFF_PN0_ | 0.44 | S$_SDFF_PN1_
[state kept, by name, summed over array words and instances (netlist names)]
signal      cells
m1              2
counter         7
m2              2
node_count      3
S               1
[cells by family after synthesis]
kind of cell,count (synthesis),share of synthesized area [%]
and+or+nand+nor,28,24.42
other,1,0.4632
adders and majority gates,5,7.728
xor gates and xnor gates,4,4.328
buffers and inverters,4,1.854
DFF,15,45.75
muxes,3,4.018
AOI/OAI and AO/OA,11,11.44
[cell type report]
| cell class | instances | share of cell area, % |
|---|---|---|
| well taps | 67 | 6.262 |
| repair buffers | 40 | 29.91 |
| clock buffers | 4 | 3.364 |
| multi-input cells | 52 | 31.68 |
| inverters | 4 | 1.121 |
| flip-flops and latches | 15 | 27.66 |
No activity file was given, so power comes from the tool's default toggle rates.
