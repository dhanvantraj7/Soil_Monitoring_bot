==> design/flow/run.sh <==
#!/bin/bash
# OpenROAD 26Q1-2900-gdf79404cd8, Yosys 0.63+post, stock flow scripts
make -C /OpenROAD-flow-scripts/flow DESIGN_CONFIG=/design/flow/config.mk WORK_HOME=/design/flow/orfs finish
==> design/flow/config.mk <==
export PLATFORM = sky130hd
export DESIGN_NAME = uart
export DESIGN_NICKNAME = uart
export VERILOG_FILES = /design/flow/design.v
export SDC_FILE = /design/flow/constraint.sdc
export NUM_CORES = 4
export LEC_CHECK = 1
export CORE_AREA = 10 10 104 104
export DIE_AREA = 0 0 114 114
==> design/flow/constraint.sdc <==
current_design uart

set clk_period 2.7
set clk_io_pct 0.2

create_clock -name clk0 -period $clk_period [get_ports {clk_50M}]

set non_clock_inputs [all_inputs -no_clocks]
set_input_delay [expr $clk_period * $clk_io_pct] -clock clk0 $non_clock_inputs
set_output_delay [expr $clk_period * $clk_io_pct] -clock clk0 [all_outputs]
==> design/flow/design.v <==
module uart(
	input clk_50M,	 
	output tx		 
);
reg [8:0] counter = 9'b0;
reg S;
wire clk_out;
reg [2:0] cur_state, next_state;
reg [7:0] data;
reg [2:0] data_counter = 3'b0;
reg [4:0] bit_counter = 5'b0;
reg [7:0] ASCII_S = 8'b11001010;
reg [7:0] ASCII_M = 8'b10110010;
reg [7:0] ASCII_1 = 8'b10001100;
reg [7:0] ASCII_6 = 8'b01101100;
reg tx_out;
parameter IDLE = 0; 
parameter START_BIT = 1;
parameter DATA_BITS = 2;
parameter STOP_BIT = 3;
always @ (posedge clk_50M)					
	begin
		if(counter < 434 )
			begin
				if(counter >= 217)
					begin
					counter = counter + 1'b1;
					S = 0;
					end
				else
					begin
					counter = counter + 1'b1;
					S = 1;
					end
			end	
		else
			begin
			counter = 1'b1;
			S = 1;
			end
		begin
		cur_state <= next_state;
		end
	end
assign clk_out = (S==1) ? 1'b1:1'b0;
initial 
	begin 
	cur_state = IDLE;
	next_state = 0;
	end
always @(posedge clk_out)
	begin
		case (cur_state)
	IDLE : 
			begin
			tx_out = 1'b1;
			data = 8'b0;
			data_counter <= 3'b111;
				if (bit_counter == 0) 
					begin 
					data = ASCII_S; 
					next_state = START_BIT;
					end
				else if (bit_counter == 1) 
					begin
					data = ASCII_M;
					next_state = START_BIT;
					end
				else if (bit_counter == 2) 
					begin
					data = ASCII_1;
					next_state = START_BIT;
					end
				else if (bit_counter == 3) 
					begin
					data = ASCII_6;
					next_state = START_BIT;
					end
				else 
					begin  
				next_state = STOP_BIT;
					end
			end
   START_BIT : 
			begin 
			tx_out = 1'b0;
			next_state = DATA_BITS;
			end 
	DATA_BITS : 
			begin
			tx_out = (data[data_counter]);
			if (data_counter == 0) 
				begin
				data_counter <= 3'b111;
				next_state = STOP_BIT;
				end
			else
				begin
				data_counter <= data_counter - 3'b001;
				next_state = DATA_BITS;
				end
			end
	STOP_BIT : 
			begin
			tx_out = 1'b1;
			data = 8'b0;
			bit_counter <= bit_counter + 5'b0001;
			next_state = IDLE;
			end
		endcase
	end
assign tx = tx_out ? 1'b1:1'b0;
endmodule
==> metrics.csv <==
metric,value,unit
status,completed,
wl,1.99,mm
antenna_left,0,
tns,0,ns
fin_util,19.1,%
post-place-ws,1.46,ns
ios,2,
ys_seq_share,53.1,%
post-cts-setup-buffer-count,0,
ys_area,1470,um2
syn_area_per_cell,11.6,um2
grt_pass1_vias,865,
gp_congestion,0.752,
chipArea,13000,um2
r2r_end,counter[6]$_SDFF_PP0_,
synth_cell_type_count,40,
maxSlewViolCount,0,
drv_cap,0,
antenna_found_initial,0,
cts_buffers,3,
wl_per_cell,8.31,um
n_antenna_cell,0,
fmax,0.805,GHz
stdcell_count,239,
fp_util,17.0,%
r2r-start,counter[2]$_SDFF_PP0_,
yosys_register_bits,30,
drtIter0Drc,16,
insertion_delay,0.24,ns
synth_stat.cells,127,
row_count,34,
portBuffers,1,
ctsHtreeMaxLevel,1,
drcViolationCount,0,
fin_crit_sh,46.0,%
reg2regPathDepth,3,
syn_inst,127,
fin_area,1660,um2
cts_resized,0,
crit_type,flop to flop,
untimed_endpoints,38,
arrival,1.42,ns
fp.dieH,114,um
finClkSkew,0.00122,ns
dp_cells,235,
warning_count,33,
hold_end,counter[0]$_SDFF_PP1_,
internal-power,0.306,mW
finalWorstSetupSlack,1.46,ns
hp-start,counter[0]$_SDFF_PP1_,
viasPerCell,3.61,
edf_count,18,
unclocked_pins,18,
r2r_setup_slack,1.46,ns
area_growth,12.8,%
cp-start-kind,flop,
async_flop_share,0,%
grt_use_total,3.41,%
clockBufferDepth,2,
hold_viol_final,0,
cts-root-buf,clkbuf_8,
irDropWorstVdd,0.000376,V
tritoncts,done,
vias,862,
drive_gt1_share,9.16,%
report.power.total,0.372,mW
path_max_fanout,6,
netlist_area,1470,um2
ctsHoldBuffers,0,
power_leakage,0.660,nW
overflow,0,
p_sw_share,17.6,%
crit_required,2.87,ns
p_switching,0.0655,mW
clk_pin_slew,0.05,ns
rsz0062_at_grt,false,
p_comb_share,0.1,%
hpwl,1.56,mm
p_clk_share,52.2,%
pwr_density_cell,224,nW/um2
flop_cell,edfxtp_1,
grt_pass1_wl,3.84,mm
hold_ws,0.455,ns
core_area,8680,um2
layout_min_cycle_time,1.24,ns
post_dp_cell_area,1610,um2
firstDrtPassIters,4,
p_seq_share,47.7,%
hold_depth,1,
setup.worst_path.end_class,flop,
grt_start_max_net_pins,19,
ys_warn_count,1,
finalSetupViolations,0,
hold_class,flop to flop,
die_w,114,um
-- cells by family (layout without fill, tap and decap cells) --
family / after synthesis / count (layout) / synth area share [%]
compound gates: 22 / 22 / 10.4
xor+xnor: 6 / 6 / 3.57
fa+ha+maj: 12 / 12 / 10.2
buf+inv: 11 / 15 / 3.32
flops: 30 / 30 / 53.1
mux: 2 / 2 / 2.30
other cells: 1 / 1 / 0.255
simple gates: 43 / 43 / 16.9
-- flip-flops by register name, indices dropped and copies added, names as in the netlist --
name / cells
tx_out: 1
bit_counter: 5
cur_state: 2
data_counter: 3
S: 1
counter: 9
next_state: 2
data: 7
-- synthesized netlist by cell type, drive strengths merged, types with 2 or more instances --
cell type / number / area [um2]
o21ai: 6 / 30.0
o21bai: 2 / 15.0
xor2: 3 / 26.3
nor3: 4 / 25.0
nor4: 2 / 27.5
nand3: 7 / 35.0
nor2: 13 / 48.8
xnor2: 3 / 26.3
edfxtp: 18 / 541
nand2: 2 / 7.51
nor2b: 3 / 18.8
a21oi: 4 / 20.0
nand2b: 3 / 18.8
inv: 10 / 37.5
ha: 12 / 150
or3: 3 / 18.8
dfxtp: 12 / 240
-- layer usage --
layer / wire [um] / track usage [%] / share of wire [%] / vias to the layer above
li1: - / - / - / 467
met1: 1060 / 4.97 / 53 / 389
met2: 867 / 5.24 / 44 / 4
met3: 53 / 0.797 / 2.7 / 2
met4: 4 / 0.334 / 0.20 / 0
met5: 0 / 0 / 0 / -
-- power groups by stage --
stage	registers (mW)	logic, mW	clock network, mW
4_1_cts	0.177	0.000228	0.202
5_1_grt	0.177	0.000349	0.210
6_report	0.177	0.000224	0.194
-- layout by cell type (no fill, tap or decap), types with 2 or more instances in the layout --
cell and n:
ha_1 12, clkbuf_8 4, o21bai_1 2, nand2_1 2, xor2_1 3, xnor2_1 3
nand2b_1 3, dfxtp_1 12, edfxtp_1 18, inv_1 10, nor2_1 13, or3_1 3
nor2b_1 3, nor3_1 3, o21ai_0 5, a21oi_1 4, nand3_1 7
-- cell type report --
cell class                 count  area (um2)
fill                         970        7020
sequential                    30         781
multi-input combinational     86         642
tap                          108         135
clock buffer                   4        55.1
inverter                      10        37.5
timing repair buffer           1        10.0
-- critical path: stages, from the launching register on --
cell,delay [ns]
dfxtp_1,0.36
o311a_1,0.39
o211a_1,0.30
a21oi_1,0.13
-- worst max-delay path by stage --
stage                startpoint                     to  slack (ns)  cells after the start
4_1_cts   counter[2]$_SDFF_PP0_  counter[5]$_SDFF_PP0_        1.45                      3
5_1_grt   counter[1]$_SDFF_PP0_           S$_SDFF_PP1_        1.22                      5
6_report  counter[2]$_SDFF_PP0_  counter[6]$_SDFF_PP0_        1.46                      3
Power figures rest on the tool's default switching activity, not on a simulated workload.
