==> design.v <==
module adc_control(
	input  clk_50,				 
	input  dout,				 
	output adc_cs_n,			 
	output din,					 
	output adc_sck,			 
	output [11:0]d_out_ch5,	 
	output [11:0]d_out_ch6,	 
	output [11:0]d_out_ch7,	 
	output [1:0]data_frame	 
);
reg [4:0] counter_clk_50 = 5'b0;
reg out;
always @ (negedge clk_50)					
	begin
		if(counter_clk_50 <= 5'b10011)
			begin
				if(counter_clk_50 >= 10)
					begin
					counter_clk_50 = counter_clk_50 + 1'b1;
					out = 1;
					end
				else
					begin
					counter_clk_50 = counter_clk_50 + 1'b1;
					out = 0;
					end
			end	
		else
			begin
			counter_clk_50 = 1'b1;
			out = 0;
			end
	end
assign adc_sck = (out == 1) ? 1'b1:1'b0;
reg din_out;
reg [11:0] ch;
reg [5:0] counter_din = 12'b0;
reg [1:0] counter_dataframe = 2'b11;
reg addr2 = 1;
reg addr1 = 0;
reg addr0 = 1;
reg [11:0] data = 12'b0;
reg adc_cs = 1;
reg [11:0] channel5 = 12'b0;
reg [11:0] channel6 = 12'b0;
reg [11:0] channel7 = 12'b0;
always @ (negedge adc_sck)
begin
adc_cs = 0;
	case (counter_din)
	6'd0		: begin
				   din_out <= 0;
					if(counter_dataframe < 2'b11)
					begin
						if(counter_dataframe == 2'b00)
						begin
							addr2 <= 1;
							addr1 <= 1;
							addr0 <= 0;
							counter_dataframe <= counter_dataframe + 1'b1;
						end
						else if(counter_dataframe == 2'b01)
						begin
							addr2 <= 1;
							addr1 <= 1;
							addr0 <= 1;
							counter_dataframe <= counter_dataframe + 1'b1;
						end
						else if(counter_dataframe == 2'b10)
						begin
							addr2 <= 1;
							addr1 <= 0;
							addr0 <= 1;
							counter_dataframe <= 2'b00;
						end
					end
					else
						counter_dataframe <= 2'b00;
					ch <= data;
					counter_din <= counter_din + 1'b1;
				  end
	6'd1		: begin
					din_out <= 0;
				   counter_din <= counter_din + 1'b1;
				  end
	6'd2		: begin
					din_out <= addr2;
					counter_din <= counter_din + 1'b1;
				  end
	6'd3		: begin
					din_out <= addr1;
					counter_din <= counter_din + 1'b1;
				  end
	6'd4		: begin
					din_out <= addr0;
					counter_din <= counter_din + 1'b1;
				  end
	6'd5		: begin
					counter_din <= counter_din + 1'b1;
				   din_out <= 0;
				  end
	6'd6		: begin
					din_out <= 0;
					counter_din <= counter_din + 1'b1;
				  end
	6'd7		: begin
					din_out <= 0;
					counter_din <= counter_din + 1'b1;
				  end
	6'd8		: begin
					din_out <= 0;
					counter_din <= counter_din + 1'b1;
				  end
	6'd9		: begin
					din_out <= 0;
					counter_din <= counter_din + 1'b1;
				  end
	6'd10	: begin
					din_out <= 0;
					counter_din <= counter_din + 1'b1;
				  end
	6'd11	: begin
					din_out <= 0;
					counter_din <= counter_din + 1'b1;
				  end
	6'd12	: begin
					din_out <= 0;
					counter_din <= counter_din + 1'b1;
				  end
	6'd13	: begin
					din_out <= 0;
					counter_din <= counter_din + 1'b1;
				  end
	6'd14	: begin
					din_out <= 0;
					counter_din <= counter_din + 1'b1;
				  end
	6'd15	: begin
					din_out <= 0;
					counter_din <= 12'b0;
				  end
	default	: begin
				   din_out <= 0;
				  end
	endcase
end
assign adc_cs_n  = adc_cs;
assign data_frame = counter_dataframe;
assign din = din_out;
reg [11:0] counter_cycle = 12'b0;
always @ (posedge adc_sck)
begin
	case (counter_cycle)
	12'd0		: begin
					counter_cycle <= counter_cycle + 1'b1;
				  end
	12'd1		: begin
					counter_cycle <= counter_cycle + 1'b1;
				  end
	12'd2		: begin
					counter_cycle <= counter_cycle + 1'b1;
				  end
	12'd3		: begin
					counter_cycle <= counter_cycle + 1'b1;
				  end
	12'd4		: begin
					data[11] <= dout;
					counter_cycle <= counter_cycle + 1'b1;
				  end
	12'd5		: begin
					data[10] <= dout;
					counter_cycle <= counter_cycle + 1'b1;
				  end
	12'd6		: begin
					data[9] <= dout;
					counter_cycle <= counter_cycle + 1'b1;
				  end
	12'd7		: begin
					data[8] <= dout;
					counter_cycle <= counter_cycle + 1'b1;
				  end
	12'd8		: begin
					data[7] <= dout;
					counter_cycle <= counter_cycle + 1'b1;
				  end
	12'd9		: begin
					data[6] <= dout;
					counter_cycle <= counter_cycle + 1'b1;
				  end
	12'd10	: begin
					data[5] <= dout;
					counter_cycle <= counter_cycle + 1'b1;
				  end
	12'd11	: begin
					data[4] <= dout;
					counter_cycle <= counter_cycle + 1'b1;
				  end
	12'd12	: begin
					data[3] <= dout;
					counter_cycle <= counter_cycle + 1'b1;
				  end
	12'd13	: begin
					data[2] <= dout;
					counter_cycle <= counter_cycle + 1'b1;
				  end
	12'd14	: begin
					data[1] <= dout;
					counter_cycle <= counter_cycle + 1'b1;
				  end
	12'd15	: begin
					data[0] <= dout;
					counter_cycle <= 12'd0;
				  end
	default  : begin
					counter_cycle <= 12'd0;
				  end
	endcase
end
always @ (negedge adc_sck)
begin
	if(counter_dataframe == 2'b10)
		channel5 <= ch;
	else if(counter_dataframe == 2'b00)
		channel6 <= ch;
	else if(counter_dataframe == 2'b01)
		channel7 <= ch;
	else
	begin
		channel5 = 0;
		channel6 = 0;
		channel7 = 0;
	end
end
assign d_out_ch5 = channel5;
assign d_out_ch6 = channel6;
assign d_out_ch7 = channel7;
endmodule
==> run.sh <==
#!/bin/bash
# OpenROAD 26Q1-2900-gdf79404cd8, Yosys 0.63+post, stock flow scripts
make -C /OpenROAD-flow-scripts/flow DESIGN_CONFIG=/design/flow/config.mk WORK_HOME=/design/flow/orfs finish
==> config.mk <==
export PLATFORM = sky130hd
export DESIGN_NAME = adc_control
export DESIGN_NICKNAME = adc_control
export VERILOG_FILES = /design/flow/design.v
export SDC_FILE = /design/flow/constraint.sdc
export NUM_CORES = 4
export LEC_CHECK = 1
export CORE_UTILIZATION = 50
==> constraint.sdc <==
current_design adc_control

set clk_period 3.4
set clk_io_pct 0.2

create_clock -name clk0 -period $clk_period [get_ports {clk_50}]

set non_clock_inputs [all_inputs -no_clocks]
set_input_delay [expr $clk_period * $clk_io_pct] -clock clk0 $non_clock_inputs
set_output_delay [expr $clk_period * $clk_io_pct] -clock clk0 [all_outputs]
==> writeup.txt <==
The count of endpoints without a timing constraint was 186; the sum of routed wire length over all layers was 4536 um. The number of nets with antenna violations after detailed routing was 0. The critical path starts at out. The most frequently used cell type in the post-synthesis netlist was edfxtp_1. Counting the buffers created by CTS gives 3. The final layout reports a setup TNS of 0 ns.

The area growth from synthesis to layout is 17.68%. Max fanout on the critical path was recorded as 2. Per the power-grid run, VDD falls by no more than 0.0001948 V. The internal power of the cells totals 0.1611 mW.

Total die size: 7286 um2. The run gives 0 for the initial antenna violation count. STA classifies the critical path endpoint as an output pin. Launch instance of the worst min-delay path: counter_clk_50[0]. In this run, distinct cell masters in the synthesized netlist total 31.

The layout has 536 filler cells. The run gives 0.6050 for the area fraction of the dominant cell type after synthesis. The routed length per placed instance works out to 12.23 um. Yosys stat counts 235 cells in the synthesized netlist. The detailed placement HPWL is 3374 um.

The run gives 0.7202 as the post-synthesis sequential area ratio. The worst-case reg-to-reg setup slack stands at 2.03 ns. For the part of the total power dissipated in sequential elements, the log shows 0.353.

Ranked by total cell area, the synthesized netlist is headed by edfxtp_1 60%, dfxtp_1 12%, and2_1 8.6%, ha_1 5.4%, nor2_1 1.7%. The x dimension of the die came out at 85.36 um. Summed over all nets, the switching power comes to 0.04893 mW. STA classifies the critical path startpoint as a register. Yosys reported a register bit count of 90.

The registers of the reported paths see a clock transition of 0.03 ns. Per the post-synthesis stats, the area per cell is 14.79 um2. The logs give 0 for the number of hold buffers added after cts and 0.4218 for the worst relative slew slack. TritonRoute reported its final design rule violation total as 0. The first global-routing pass estimated 7707 um of wire.

The logs give 1 for the number of H-tree levels and 1.444 nW for the leakage power total. The run gives 0.5143 as the share of the core filled by cells before placement. Post-synthesis cell type with the largest combined area: edfxtp_1. The number of buffers between clock root and the deepest sink came out at 2. The synthesis report names the predominant flop master as edfxtp_1.

After clock tree synthesis, the repair step resized 2 gates. Ranked by instance count, the synthesized netlist is headed by 70 x edfxtp_1, 48 x and2_1, 20 x dfxtp_1. The proportion of layout cells with a drive suffix above 1 is 0.04811.

The final hold violation count recorded for this run is 0. The total via count after detailed routing is 1759. The tree is rooted in a clkbuf_8. For the worst reg-to-reg path, the startpoint reported by OpenROAD is counter_clk_50[0]. Post-detailed-route via-to-cell ratio: 4.741. The tools report the part of the power in combinational logic as 0.017. The share of total power consumed by net switching came out at 0.2330. The tools report the post-synth area from yosys stat as 3475 um2. The floorplan step defined a core boundary enclosing 6756 um2. The timer found 84 register pins that no clock reaches; their paths are not timed. The run gives 0.630 as the clock network fraction of total power. The mapped netlist covers 3475 um2. With the number of warnings reported in the yosys synthesis log at 1, the share of async-settable or async-resettable flops after synthesis is 0. The run gives 0.7852 as the routability-driven placement congestion ratio. The initial DRC count came out at 75. The run gives 30 for the total number of placement rows.

The number of maximum-capacitance constraint violations is 0, and the count of input and output buffers is 42. The delay of the slowest critical-path stage was 0.31 ns. The run gives 0.29 ns for the clock latency of the later-clocked register in the worst-skew pair. The tools report the total routing usage reported by global routing as 0.1427. The timing report attributes the biggest portion of critical-path delay to flip-flops. Worst hold-check path type: register to register. The tally of OpenROAD warnings was 43. Slowest cell on the critical path: dfxtp_2. For the worst setup path, the data required time is 2.72 ns. TritonCTS built the clock tree.

At the worst endpoint, the arrival time is 2.52 ns. The final hold slack was 0.4387 ns. Yosys mapped a number of flops with a built-in enable equal to 70.

For this run, the script counts the antenna cells in the layout as 0. Setup repair after global routing left no endpoint under its margin. Pin placement for this block handled 43 I/O pins. Entering global routing, the biggest net connects 61 pins. In this run the post-CTS setup repair buffer count came out at 0. The tools report the gate count after technology mapping as 235.

The flow ran to the end, and the final reports show no timing, DRC or antenna violations. The transition time of the tightest slew-check pin came out at 0.8606 ns. Dividing total power by cell area gives a power density of 51.37 nW/um2. Endpoints with negative setup slack in the final report add up to 0. Max-slew check failures listed in the final report amount to 0. The cell sequence reported for the critical path is dlygate4sd2_1.

The critical path buffer and inverter count was 1; the total grt overflow was 0. The first detailed-routing pass ran for 4 iterations. The classification of the worst setup path is register to output pin.

The number of global-route vias before repair is 1654. The height of the die was 85.36 um; the final worst clock skew was 0.009139 ns.
power by group through the flow:
stage     Clock, mW  Combinational [mW]  Sequential, mW
4_1_cts       0.139             0.00361          0.0741
5_1_grt       0.155             0.00443          0.0738
6_report      0.132             0.00351          0.0741
registers in the layout (all words and copies together) (netlist names), 2 cells and up:
register,cells
ch,12
data,12
channel6,12
counter_dataframe,2
counter_din,6
counter_cycle,12
counter_clk_50,5
channel5,12
channel7,12
layout make-up:
type,count,area [um2],share of cell area
sequential,90,2504,0.6123
multi-input combinational,133,927.1,0.2267
timing repair buffer,45,441.7,0.1080
tap,80,100.1,0.02448
inverter,14,52.55,0.01285
clock buffer,3,41.29,0.01010
clock inverter,6,22.52,0.005508
placed cells by master (no fill, tap or decap), drive strengths merged:
cell type	Yosys	layout
and2	48	48
nor2b	2	2
nor4	2	2
dlygate4sd2	0	1
o31a	1	1
and3b	1	1
xnor2	4	4
o21ai	1	1
clkdlybuf4s50	0	41
inv	15	20
ha	15	15
nor3	4	4
or2	1	1
a21oi	2	2
edfxtp	70	70
or4	2	2
nand2b	2	2
a21bo	1	1
or3	2	2
dfxtp	20	20
buf	0	3
nor2	16	16
and3	1	1
a211oi	2	2
clkbuf	4	3
conb	1	8
xor2	5	5
nor4b	1	1
or3b	1	1
nand3	7	7
nand2	3	3
a211o	1	1
routing by layer:
| metal | GRT usage | share of wire |
|---|---|---|
| met3 | 0.03554 | 0.056 |
| met5 | 0 | 0 |
| met1 | 0.2509 | 0.49 |
| met2 | 0.2177 | 0.45 |
| met4 | 0.007576 | 0 |
through the flow:
stage	instance area [um2]	setup WS [ns]	cells	power, mW	utilization
finish	4089	0.2041	371	0.2100	0.6052
global route	4089	0.1718	371	0.2337	0.6052
CTS	4089	0.1898	371	0.2168	0.6052
floorplan	3501	0.4518	242	0.08840	-
detailed placement	4029	0.2527	363	0.09131	0.5963
global placement	4029	0.2555	363	0.09112	0.5963
logic make-up after synthesis:
| family | share of synthesized area |
|---|---|
| xor gates and xnor gates | 0.02268 |
| buffers and inverters | 0.02052 |
| other | 0.001079 |
| and+or+nand+nor | 0.1649 |
| DFF | 0.7202 |
| adders and majority gates | 0.05402 |
| AOI/OAI and AO/OA | 0.01656 |
worst paths after layout:
kind / cells after the start / endpoint
min: 1 / counter_clk_50[0]
max reg2reg: 4 / counter_clk_50[0]
max: 1 / adc_sck
min reg2reg: 1 / counter_clk_50[0]
Power and IR drop assume default switching activity.
